[./run.sh]
#!/bin/bash
# OpenROAD 26Q1-2900-gdf79404cd8, Yosys 0.63+post, stock flow scripts
make -C /OpenROAD-flow-scripts/flow DESIGN_CONFIG=/design/flow/config.mk WORK_HOME=/design/flow/orfs finish
[./constraint.sdc]
current_design d_p_ram

set clk_period 5.4
set clk_io_pct 0.2

create_clock -name clk0 -period $clk_period [get_ports {clock}]

set non_clock_inputs [all_inputs -no_clocks]
set_input_delay [expr $clk_period * $clk_io_pct] -clock clk0 $non_clock_inputs
set_output_delay [expr $clk_period * $clk_io_pct] -clock clk0 [all_outputs]
[./design.v]
module d_p_ram #(parameter ADDR_WIDTH = 3, DATA_WIDTH = 32, DEPTH = (1<< ADDR_WIDTH))
                (clock, write_en, write_addr, read_addr, input_data, output_data);
   input wire 			clock;
   input wire 			write_en;
   input wire [ADDR_WIDTH-1:0] 	write_addr;
   input wire [ADDR_WIDTH-1:0] 	read_addr;
   input wire [DATA_WIDTH-1:0] 	input_data;
   output reg [DATA_WIDTH-1:0] 	output_data ;
   reg [DATA_WIDTH-1:0] memory [0:DEPTH-1]; 
   always @ (posedge clock) begin
      if(write_en) begin
         memory[write_addr] <= input_data;
      end
      output_data <= memory[read_addr];
   end
endmodule
[./config.mk]
export PLATFORM = sky130hd
export DESIGN_NAME = d_p_ram
export DESIGN_NICKNAME = d_p_ram
export VERILOG_FILES = /design/flow/design.v
export SDC_FILE = /design/flow/constraint.sdc
export NUM_CORES = 4
export LEC_CHECK = 1
export CORE_UTILIZATION = 40
==> flow_results.org <==
#+TITLE: Implementation results

** Setup path
- Crit path from :: read_addr[0]
- Setup crit start kind :: input pin
- Cells along the critical path :: buf_4 > buf_4 > mux4_1 > mux2_2
- Classification of the worst setup path :: in -> reg
- Arrival time worst endpoint :: 3.10 ns
- CP most frequent cell :: sky130_fd_sc_hd__buf_4
- For this run, the slowest stage of the critical path takes 0.62 ns.
- Worst reg-to-reg setup slack :: 4.09 ns
- In this run the worst path has a maximum fanout of 37.
- Category of the worst setup path capture point :: flop
- The slowest stage of the critical path belongs to the cell sky130_fd_sc_hd__mux4_1.
- Required time at the endpoint of the critical path :: 5.81 ns
- The endpoint identified for the worst register-to-register timing path is output_data[7]$_DFF_P_.
- For the worst flop-to-flop path, the logic depth is 2.
- The launch point of the worst register-to-register path is recorded as memory[3][7]$_DFFE_PP_.

** GRT
- Global route total overflow :: 0
- Via count of the first global-routing pass :: 4836
- Largest net degree at the start of global routing :: 40
- Antenna violations before repair :: 0
- First-pass GRT wire length :: 27300 um
- In the global route stage, overall resource usage came out at 15.3%.

** Timing
- Endpoints failing hold in the final report were tallied at 0.
- Adding up every negative setup slack in the final design gives 0 ns.
- Setup violators final :: 0
- Largest clock skew in the final design :: slightly above 0.006 ns
- Max-slew check failures listed in the final report amount to 0.
- Unrepaired setup endpoints after global routing :: no
- After layout, the worst path uses 49.8% of the clock period.
- The worst path in the final design needs a cycle of approximately 2.7 ns, including I/O delays and setup.
- Worst Tran Pin Value :: 0.700 ns
- FMAX :: roughly 0.37 GHz
- The worst-case max-slew headroom was logged as 53.2%.

** Die
- Vertical die dimension :: 164 um
- Ports :: ~70
- The die is 164 um wide.
- Area of the core region :: around 0.025 mm2
- The report lists the number of standard-cell rows as 58.
- Initial standard-cell utilization of the core :: roughly 41%
- The floorplan step defined a die boundary enclosing between 0.02 and 0.03 mm2.

** Flow run
- Across all stage logs, warnings added up to 25.
- Count of max-cap constraint violations :: 0

** Detailed routing
- Nets still carrying antenna violations after routing amount to 0.
- Number of remaining DRC errors :: 0
- The final layout contains routed wiring with a total length of 17900 um.
- Number of vias per cell :: 5.16
- For this run, the detailed router's first-pass iteration total came to 4.
- The repair_antennas step left the layout with diodes totalling 0.
- The first routing iteration left 272 violations.
- Routed len/inst :: 20.8 um
- The detailed router placed 4445 vias in this run.

** Clock tree
- Hold-fix buffers at CTS :: 0
- Clk Tree Root Cell :: sky130_fd_sc_hd__clkbuf_16
- Clock sinks :: 288
- Per the repair_timing log after CTS, setup buffers inserted total 0.
- TritonCTS clock tree :: done
- Per the CTS log, the maximum H-tree level is 1.
- Clock latency on the worst-skew pair, taken at its later pin, is 0.53 ns.
- Number of buffers on the longest clock path :: 3
- Clock-pin slew was measured on the worst setup and hold paths at 0.06 ns.
- In this run, CTS created clock tree buffers numbering 28.
- Post-CTS repair changed the size of 0 cells.

** Power
- Static leakage :: about 4.2 nW
- In this run the VDD rail shows a maximum IR drop of 0.000224 V.
- Power per cell area :: a little under 400 mW/mm2
- Power consumption :: 4.89 mW

** Min path
- STA lists the startpoint of the worst hold path as memory[7][17]$_DFFE_PP_.
- Hold-critical path depth :: 2
- Terminating pin of the worst hold path :: output_data[17]$_DFF_P_
- Min-Delay Path Class :: reg -> reg

** Yosys
- Flops out of synthesis :: 288
- Dominant combinational family :: multiplexers
- Area fraction in full adders, half adders and majority gates :: 0%
- Post-synth area hogs :: sky130_fd_sc_hd__edfxtp_1, sky130_fd_sc_hd__mux4_1, sky130_fd_sc_hd__dfxtp_1, sky130_fd_sc_hd__mux4_2, sky130_fd_sc_hd__mux2_2
- The synthesized design spends more area on one cell type than any other, namely sky130_fd_sc_hd__edfxtp_1.
- Compound-cell area share of the yosys netlist :: 0%
- The number of cells reported by Yosys stat comes to 415.
- Average cell area after synthesis :: 25.2 um2
- The top cell type by area accounts for about 73% of the synthesized area.
- The cell area that synthesis handed to floorplanning was 0.0105 mm2.
- Xor and xnor fraction of the mapped netlist area :: 0%
- Synthesized instance count :: 415
- Measured against the total synthesized area, the mux share comes to 18.6%.
- Tally of yosys warning messages :: 1
- Area of the synthesized netlist per yosys stat :: 0.0105 mm2
- Per Yosys stat, the portion of area used by sequential elements is about four fifths.
- The gate-level netlist out of Yosys references 13 unique cell types.
- Post-synthesis share of cell area spent on and, or, nand and nor gates :: less than 1%

** Placement
- Port Buffers :: 71
- Final RePlAce weighted congestion :: 0.686
- The wire-length estimate of the detail-placed layout is 9250 um.

** Layout
- In the layout the commonest cells are sky130_fd_sc_hd__edfxtp_1, sky130_fd_sc_hd__clkdlybuf4s50_1, sky130_fd_sc_hd__mux4_1.
- In this run the layout overhead on the synthesized area is reported as 20.6%.
- Most common library cell in the layout ignoring fill and taps :: sky130_fd_sc_hd__edfxtp_1
- The post-route netlist has 23.7% of its cells at a drive strength greater than 1.

** Run status
- The run finished with clean final reports.
-- cell type report --
type | instances | area, um2
Clock inverter | 14 | 223
Sequential cell | 288 | 8330
Fill cell | 1998 | 12800
Tap cell | 330 | 413
Multi-Input combinational cell | 109 | 2070
Clock buffer | 38 | 810
Timing Repair Buffer | 82 | 781
-- power breakdown --
group	internal [mW]	switching [mW]
Clock	1.33	0.774
Combinational	0.146	0.103
Sequential	2.52	0.0215
-- synth_stat cells --
cell type,count
sky130_fd_sc_hd__buf_2,6
sky130_fd_sc_hd__nand2_1,2
sky130_fd_sc_hd__buf_6,7
sky130_fd_sc_hd__clkbuf_1,1
sky130_fd_sc_hd__edfxtp_1,256
sky130_fd_sc_hd__dfxtp_1,32
sky130_fd_sc_hd__buf_1,4
sky130_fd_sc_hd__nand2b_1,3
sky130_fd_sc_hd__nor2_1,6
sky130_fd_sc_hd__mux4_1,40
sky130_fd_sc_hd__mux2_2,32
sky130_fd_sc_hd__nor3_1,2
sky130_fd_sc_hd__mux4_2,24
-- routing by layer --
layer	track usage [%]	share of wire, %	vias to the layer above
met1	19.6	35	2171
met2	24.0	50	271
met4	2.78	2.0	0
met3	9.19	12	27
met5	0	0	-
li1	-	-	1976
-- worst max-delay path by stage --
stage | end | slack, ns | depth (start not counted)
after CTS | output_data[19]$_DFF_P_ | 2.66 | 4
final | output_data[19]$_DFF_P_ | 2.71 | 4
after global routing | output_data[19]$_DFF_P_ | 2.58 | 4
-- metrics by stage --
step	utilization [%]	instances	hold WS, ns	cell area [um2]	setup slack [ns]
detailed placement	45.6	809	0.657	11600	2.12
CTS	49.7	861	0.670	12600	2.66
global placement	45.6	809	0.647	11600	2.14
finish	49.7	861	0.667	12600	2.71
floorplan	-	415	0.641	10500	1.47
global route	49.7	861	0.695	12600	2.58
-- registers in the layout (all words and copies together), names as in the netlist --
register,flops
output_data,32
memory,256
-- critical path: cells and delay by family --
kind	cells	cell delay, ns
multiplexers	2	0.91
buffers and inverters	2	1.09
-- kinds of logic after synthesis --
group	count (synthesis)
flip-flops	288
multiplexers	96
buffers and inverters	18
AND/OR/NAND/NOR	13
No activity file was given, so power comes from the tool's default toggle rates.
